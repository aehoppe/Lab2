### ./run.sh
#!/bin/bash
# OpenROAD 26Q1-2900-gdf79404cd8, Yosys 0.63+post, stock flow scripts
make -C /OpenROAD-flow-scripts/flow DESIGN_CONFIG=/design/flow/config.mk WORK_HOME=/design/flow/orfs finish
### ./config.mk
export PLATFORM = sky130hd
export DESIGN_NAME = midpoint
export DESIGN_NICKNAME = midpoint
export VERILOG_FILES = /design/flow/design.v
export SDC_FILE = /design/flow/constraint.sdc
export NUM_CORES = 4
export LEC_CHECK = 1
export CORE_AREA = 10 10 106 106
export DIE_AREA = 0 0 116 116
### ./constraint.sdc
current_design midpoint

set clk_period 1.7
set clk_io_pct 0.2

create_clock -name clk0 -period $clk_period [get_ports {clk}]

set non_clock_inputs [all_inputs -no_clocks]
set_input_delay [expr $clk_period * $clk_io_pct] -clock clk0 $non_clock_inputs
set_output_delay [expr $clk_period * $clk_io_pct] -clock clk0 [all_outputs]
### ./design.v
module shiftregister
#(parameter width = 8)
(
input               clk,                 
input               peripheralClkEdge,   
input               parallelLoad,        
input  [width-1:0]  parallelDataIn,      
input               serialDataIn,        
output [width-1:0]  parallelDataOut,     
output              serialDataOut        
);
    reg [width-1:0]      shiftRegisterMem;
    assign parallelDataOut = shiftRegisterMem;
    assign serialDataOut = shiftRegisterMem[width-1];
    always @(posedge clk) begin
        if (parallelLoad) begin
            shiftRegisterMem <= parallelDataIn;
        end
        else if (peripheralClkEdge) begin
            shiftRegisterMem <= { shiftRegisterMem[width-2:0], serialDataIn };
        end
    end
endmodule
module inputconditioner
(
input 	    clk,             
input	    noisysignal,     
output reg  conditioned,     
output reg  positiveedge,    
output reg  negativeedge     
);
    parameter counterwidth = 3;  
    parameter waittime = 3;      
    reg[counterwidth-1:0] counter = 0;
    reg synchronizer0 = 0;
    reg synchronizer1 = 0;
    always @(posedge clk ) begin
        if(conditioned == synchronizer1)
            counter <= 0;
        else begin
            if( counter == waittime) begin
                counter <= 0;
                conditioned <= synchronizer1;
                if (synchronizer1 == 1)
                    positiveedge <= 1;
                else
                    negativeedge <= 1;
            end
            else
                counter <= counter+1;
        end
        if (positiveedge) positiveedge <= 0;
        if (negativeedge) negativeedge <= 0;
        synchronizer0 <= noisysignal;
        synchronizer1 <= synchronizer0;
    end
endmodule
module midpoint(
input           clk,
input           button0,
input           switch0,
input           switch1,
input  [7:0]    parallelDataIn,
output [7:0]    parallelDataOut
                );
    wire serialDataIn;
    wire peripheralClkEdge;
    wire parallelLoad;
    shiftregister shiftreg (clk, peripheralClkEdge, parallelLoad, parallelDataIn, serialDataIn, parallelDataOut, );
    inputconditioner but0inputcond (clk, button0, , , parallelLoad);
    inputconditioner sw0inputcond (clk, switch0, serialDataIn, , );
    inputconditioner sw1inputcond (clk, switch1, , peripheralClkEdge, );
endmodule
==> impl_report.txt <==
RUN METRICS
----------------------------------------------------
[Timing]
  Final worst-path cycle share ........................ roughly 90%
  Setup TNS ........................ 0 ns
  Post-route worst hold slack ........................ about 0.34 ns
  Setup violators final ........................ 0
  Number of failing hold endpoints at the final stage ........................ 0
  Minimum clock period ........................ around 1.5 ns
  Fmax ........................ about 670 MHz
  Number of pins with negative max-slew slack in the final report ........................ 0
  Fin Clk Skew ........................ a little under 0.007 ns
  Transition time at the pin with the least slew margin ........................ between 0.4 and 0.5 ns
  RSZ-0062 raised after global routing ........................ false
  Worst-case headroom to the max-slew limit ........................ about 73%

[Logic synthesis]
  Primary FF master, synth ........................ sky130_fd_sc_hd__dfxtp_1
  Area share, top type ........................ between 30% and 40%
  Commonest cells in the netlist ........................ sky130_fd_sc_hd__dfxtp_1 (17), sky130_fd_sc_hd__edfxtp_1 (11), sky130_fd_sc_hd__mux2_4 (8)
  Number of instances in the synthesized netlist ........................ roughly 66
  Post-synthesis instance area ........................ between 1000 and 1500 µm²
  Post-synth seq share ........................ roughly 64%
  Registers, synthesis ........................ 28
  Post-synth EDFFs ........................ 11
  Dominant cell by count in the synthesized netlist ........................ sky130_fd_sc_hd__dfxtp_1
  Top cells by area ........................ sky130_fd_sc_hd__dfxtp_1 (33%), sky130_fd_sc_hd__edfxtp_1 (32%), sky130_fd_sc_hd__mux2_4 (12%)
  Yosys cell count ........................ ~66
  Share of flip-flops with an asynchronous set or reset after synthesis ........................ 0%
  Number of distinct standard cells referenced by the synthesized netlist ........................ 15
  Mean instance size in the synthesized netlist ........................ approximately 16 µm²
  Yosys stat chip area ........................ 1040 µm²
  Most area-hungry cell type in the Yosys netlist ........................ sky130_fd_sc_hd__dfxtp_1
  Yosys warnings ........................ 2

[Clocking]
  TritonCTS clock tree ........................ done
  Post-CTS setup-driven buffer insertion count ........................ 0
  Clk latency late pin ........................ between 0.2 and 0.3 ns
  Number of buffers inserted during clock tree synthesis ........................ 3
  Cell chosen for the clock root ........................ sky130_fd_sc_hd__clkbuf_8
  Number of instances resized during post-cts repair ........................ 0
  Count of hold-fix buffers inserted at cts ........................ 0
  Maximum clock path buffer count ........................ 2
  Clock slew at the register clock pins of the worst setup and hold paths ........................ 0.10 ns
  Clock tree sinks ........................ 28
  Number of H-tree levels ........................ 1

[Global route]
  GRT Residual Overflow ........................ 0
  Number of global-route vias before repair ........................ about 560
  Global-route wire length before repair ........................ between 2000 and 3000 µm
  Pin count of the biggest net entering global routing ........................ 17
  Initial antenna violation count ........................ 0
  Global-route usage over all layers ........................ about 2.6%

[Setup path]
  Critical register-to-register path startpoint ........................ but0inputcond.negativeedge
  CP Cell Sequence ........................ clkdlybuf4s50_1
  Critical Path Source ........................ shiftreg.shiftRegisterMem[1]
  Largest incremental delay on the critical path ........................ a little under 0.5 ns
  Critical path endpoint category ........................ output pin
  Required arrival time at the worst endpoint ........................ between 1 and 1.5 ns
  Worst path arrival time ........................ around 1.2 ns
  Crit-path leading delay family ........................ buffers and inverters
  Crit Path Class ........................ reg -> out
  Number of buffer and inverter instances along the worst setup path ........................ 1
  Cell with the biggest individual delay on the critical path ........................ sky130_fd_sc_hd__clkdlybuf4s50_1
  Largest fanout on the critical path ........................ 2
  Type of element launching the critical path ........................ flip-flop

[Routing]
  Routed vias/inst ........................ between 2 and 3
  First-iteration detailed-routing DRC count ........................ 11
  Number of routed nets with antenna violations ........................ 0
  Final routed DRC violation total ........................ 0
  Total vias in the final route ........................ 538
  Diode insertion count for antenna repair ........................ 0
  WL per Instance ........................ about 9 µm
  Final wirelength ........................ roughly 1800 µm
  Number of search-and-repair iterations in the first detailed-routing pass ........................ 2

[Floorplanning]
  Core footprint ........................ 8850 µm²
  Number of I/O pins ........................ 20
  X dimension of the die ........................ around 120 µm
  Share of the core filled by cells before placement ........................ around an eighth
  Site Rows ........................ 34
  Chip area ........................ around 13000 µm²
  Height of the die ........................ between 100 and 150 µm

[Run status]
  Status ........................ complete, no violations

[Hold path]
  Hold Crit Start ........................ but0inputcond.synchronizer0
  Hold/Removal Path Class ........................ reg -> reg

[Placed design]
  HPWL after DPL ........................ 1380 µm
  Cell area reported after detailed placement ........................ approximately 1400 µm²
  Port Buffers ........................ 19
  Count of placed standard cells including taps ........................ 192
  Last weighted congestion value of the routability-driven placer ........................ 0.717

[Flow run]
  MaxCap Viol Count ........................ 0
  OpenROAD warnings ........................ 25

[Final layout]
  Final non-filler cell total ........................ about 200
  Ratio of cells with drive above 1 in the final layout ........................ approximately 20%
  Design area ........................ 1420 µm²
  Number of fill cells in the layout ........................ between 900 and 1000
  Layout overhead on the synthesized area ........................ 36.5%

[Pwr]
  Power density over the cells ........................ just under 1000 nW/µm²
  Total design power ........................ about 1.4 mW
  Max IR drop VDD ........................ roughly 0.00037 V
  Leak ........................ ~0.51 nW

----------------------------------------------------
[layout make-up]
cell class | instances | area (µm²) | area share (%)
Tap cell | 108 | 135 | 9.49
Multi-Input combinational cell | 33 | 343 | 24.1
Sequential cell | 28 | 671 | 47.1
Timing Repair Buffer | 20 | 198 | 13.9
Clock buffer | 4 | 66.3 | 4.66
Inverter | 3 | 11.3 | 0.791
[cell usage in the layout (no fill, tap or decap), drive strengths merged, types with 3 or more instances in the layout]
master and count:
clkdlybuf4s50 19, inv 3, clkbuf 4, mux2 8
ha 6, nor3 7, xnor2 3, nor2b 3
dfxtp 17, edfxtp 11, nor3b 3
[state kept, by name, indices dropped and copies added, names as in the netlist]
| name | cells |
|---|---|
| sw1inputcond.synchronizer1 | 1 |
| sw1inputcond.positiveedge | 1 |
| sw1inputcond.conditioned | 1 |
| sw0inputcond.synchronizer1 | 1 |
| sw0inputcond.counter | 3 |
| sw1inputcond.counter | 3 |
| sw1inputcond.synchronizer0 | 1 |
| but0inputcond.conditioned | 1 |
| sw0inputcond.synchronizer0 | 1 |
| shiftreg.shiftRegisterMem | 8 |
| but0inputcond.synchronizer0 | 1 |
| but0inputcond.negativeedge | 1 |
| sw0inputcond.conditioned | 1 |
| but0inputcond.counter | 3 |
| but0inputcond.synchronizer1 | 1 |
[cells by family after synthesis]
family / Yosys count / share of synthesized area [%]
flip-flops: 28 / 64.3
AND/OR/NAND/NOR: 16 / 10.9
multiplexers: 8 / 11.5
adder cells (fa/ha/maj): 6 / 7.19
buffers and inverters: 5 / 2.88
XOR/XNOR: 3 / 3.24
[routing by layer]
layer	up-vias	part of all wire [%]	global-route usage (%)
li1	279	-	-
met1	242	49	3.33
met2	17	42	4.17
met3	0	9.2	1.36
met4	0	0	0.0834
met5	-	0	0
[through the flow]
step           setup WS, ns  util (%)
6_report              0.205      16.1
2_1_floorplan         0.596         -
3_3_place_gp          0.436      15.3
5_1_grt               0.163      16.1
4_1_cts               0.181      16.1
3_5_place_dp          0.429      15.3
[power by group]
group	internal, mW	leakage [nW]	switching [mW]
clock network	0.256	0.0339	0.203
registers	0.755	0.240	0.0234
logic	0.0947	0.234	0.0523
[final timing paths]
| path | to | slack (ns) | cells after the start |
|---|---|---|---|
| min | but0inputcond.synchronizer1 | 0.34 | 0 |
| max | parallelDataOut[1] | 0.21 | 1 |
| max reg2reg | shiftreg.shiftRegisterMem[5] | 0.43 | 2 |
| min reg2reg | but0inputcond.synchronizer1 | 0.34 | 0 |
No activity file was given, so power comes from the tool's default toggle rates.
